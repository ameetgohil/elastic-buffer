==> flow/design.v <==
module eb1 #(DWIDTH=32)
   (input wire[DWIDTH-1:0] t_data,
    input wire                t_valid,
    output wire               t_ready,
    output logic [DWIDTH-1:0] i_data,
    output logic              i_valid,
    input wire                i_ready,
    input wire                clk, rstf
    );
   wire                       dat_en;
   assign t_ready = i_ready | ~i_valid;
   assign dat_en = t_valid & t_ready;
   always @(posedge clk or negedge rstf) begin
      if(~rstf) begin
         i_data <= 0;
         i_valid <= 0;
      end
      else begin
         if(dat_en)
           i_data <= t_data;
         i_valid <= ~t_ready | t_valid;
      end  
   end  
endmodule  
==> flow/run.sh <==
#!/bin/bash
# OpenROAD 26Q1-2900-gdf79404cd8, Yosys 0.63+post, stock flow scripts
make -C /OpenROAD-flow-scripts/flow DESIGN_CONFIG=/design/flow/config.mk WORK_HOME=/design/flow/orfs finish
==> flow/config.mk <==
export PLATFORM = sky130hd
export DESIGN_NAME = eb1
export DESIGN_NICKNAME = eb1
export VERILOG_FILES = /design/flow/design.v
export SDC_FILE = /design/flow/constraint.sdc
export NUM_CORES = 4
export LEC_CHECK = 1
export CORE_AREA = 10 10 105 105
export DIE_AREA = 0 0 115 115
==> flow/constraint.sdc <==
current_design eb1

set clk_period 3.3
set clk_io_pct 0.2

create_clock -name clk0 -period $clk_period [get_ports {clk}]

set non_clock_inputs [all_inputs -no_clocks]
set_input_delay [expr $clk_period * $clk_io_pct] -clock clk0 $non_clock_inputs
set_output_delay [expr $clk_period * $clk_io_pct] -clock clk0 [all_outputs]
==> changes_impl.md <==
### Changed

* Outcome: complete, no violations
* Synth Instances at 71
* Routability cong. at 0.655
* Pwr dens at 465 nW/µm²
* First-pass GRT wire length at 5240 µm
* Yosys warnings at 1
* I/O pin count at 70
* Routed Antenna Nets at 0
* Worst path cell trace: clkdlybuf4s50_1 > nand2b_4 > clkdlybuf4s50_1
* Die Size at 13,200 µm²
* Post-DP HPWL at 2430 µm
* Yosys synthesis chip area at 1390 µm²
* Ys flop type: dfrtp_1
* Overflow after GRT at 0
* Port buffer count at 69
* Vias in the first global route at 966
* Count of tool warnings at 25
* CTS buffer count at 5
* Slowest library cell on the worst path: clkdlybuf4s50_1
* Drt total wl at 3290 µm
* Hold Crit Class: in2async
* Clock Sinks at 33
* Pin count of the biggest net entering global routing at 34
* CORE AREA at 8760 µm²
* Setup Buffers After CTS at 0
* H-tree levels at 2
* Synthesized area per cell at 19.6 µm²
* Unrepaired setup endpoints after global routing: no
* Ys cells at 71
* Filler cells at 919
* Synth top cell by count: dfrtp_1
* Initial Utilization at 0.159
* CP Capture Type: output port
* Buf+Inv Stages, Crit Path at 2
* Worst Tran Pin Value at 0.616 ns
* Yosys top cell by area: dfrtp_1
* Post-Layout Cell Count at 252
* Vias at 812
* Post-synth EDFFs at 0
* Worst skew pair latency at 0.28 ns
* CTS tree: yes
* Post-synthesis register bit count at 33
* Die Y-Extent at 115 µm
* CP max stage delay at 0.47 ns
* DR vias/cell at 3.22
* Critical Path RT at 2.64 ns
* Longest Clk Path Bufs at 2
* Critical path's most frequent cell: clkdlybuf4s50_1
* CTS clk-pin slew, worst paths at 0.07 ns
* VDD IR max at 0.122 mV
* DRC errors left at 0
* Hold_buf cts at 0
* Min setup slack post-route at 0.931 ns
* Placed insts at 246
* Die X at 115 µm
* Synth-to-Final Area Change at 60.5%
* Pre-antenna DRT Iters at 2
* Post-synthesis sequential area ratio at 0.594
* Setup Skew at 0.00411 ns
* # diodes at 0
* Layout cells sized above 1 at 0.292
* Max Cap Violations at 0
* Crit path max fanout at 3
* Commonest cells in the netlist: dfrtp_1 (33), mux2_4 (30), buf_12 (3)
* Arr. time, crit path at 1.71 ns
* Cell area after synthesis at 1390 µm²
* Top cell area share at 0.594
* Worst slack, placed at 0.919 ns
* Crit path time final at 2.37 ns
* Avg WL per Cell at 13.0 µm
* Antenna violations before repair at 0
* Fin crit share at 0.718
* Top cells by area: dfrtp_1 (59%), mux2_4 (32%), buf_12 (4.3%)
* Leakage power at 0.988 nW
* Post-synth ARST share at 1.00
* Final setup vio count at 0
* Setup TNS at 0 ns
* Final core utilization at 0.255
* Cell chosen for the clock root: clkbuf_8
* Fin. Hold Viols at 0
* Initial DRC Count at 32
* Placement Rows at 34
* Final slew viol count at 0
* Worst Setup Path Type: in2out
* Delay-heaviest family, CP: buffers and inverters
* Cts repair resizes at 0
* Peak Freq at 0.422 GHz
* Netlist cell types at 7
* Total GRT Usage at 0.0499
* Slew Limit Headroom at 0.590
* CP startpoint kind: primary input
## placed cells by master, fill, tap and decap left out, drive strengths merged
cell type	synthesis	layout
mux2	32	32
clkdlybuf4s50	0	68
dfrtp	33	33
or2b	1	1
nand2	1	1
nand2b	1	1
clkinv	0	1
buf	3	2
clkbuf	0	5
## cell type report
type	instances	area, µm²	share of cell area
clock inverters	1	5.00	0.00224
flip-flops and latches	33	826	0.370
clock buffers	5	68.8	0.0308
well taps	108	135	0.0605
multi-input cells	35	505	0.226
repair buffers	70	693	0.310
## where the power goes
part	total, W	switching, W	internal (W)
Sequential	0.000496	0.0000323	0.000464
Clock	0.000276	0.000137	0.000139
Combinational	0.000268	0.0000525	0.000215
## registers in the layout, summed over array words and instances, names as in the netlist
signal,flops
i_data,32
i_valid,1
## cell families after synthesis
family	share of synthesized area
buffers and inverters	0.0432
multiplexers	0.340
flip-flops	0.594
AND/OR/NAND/NOR	0.0234
## metrics by stage
| stage | power, W | hold slack (ns) | area, µm² |
|---|---|---|---|
| 6_report | 0.00104 | 0.395 | 2230 |
| 5_1_grt | 0.00112 | 0.433 | 2230 |
| 3_3_place_gp | 0.000778 | 0.490 | 2160 |
| 2_1_floorplan | 0.000597 | 0.364 | 1390 |
| 4_1_cts | 0.00108 | 0.407 | 2230 |
| 3_5_place_dp | 0.000777 | 0.493 | 2160 |
## routing by layer
metal | global-route usage | wire length [µm]
met2 | 0.0642 | 1280
met3 | 0.0311 | 484
met5 | 0 | 0
met1 | 0.0719 | 1490
met4 | 0.00413 | 32
## final timing paths
kind                            startpoint          to  slack (ns)  depth (start not counted)
worst min-delay path                  rstf   i_data[7]        0.40                          2
max in group asynchronous             rstf   i_data[0]        2.59                          2
worst max register to register     i_valid  i_data[27]        1.85                          3
worst min register to register  i_data[23]  i_data[23]        0.51                          1
worst max-delay path               i_ready     t_ready        0.93                          3
min in group clk0               i_data[23]  i_data[23]        0.51                          1
Power is estimated from default activity; no workload was simulated.
