`design/flow/run.sh`:
```
#!/bin/bash
# OpenROAD 26Q1-2900-gdf79404cd8, Yosys 0.63+post, stock flow scripts
make -C /OpenROAD-flow-scripts/flow DESIGN_CONFIG=/design/flow/config.mk WORK_HOME=/design/flow/orfs finish
```
`design/flow/config.mk`:
```
export PLATFORM = sky130hd
export DESIGN_NAME = eb15
export DESIGN_NICKNAME = eb15
export VERILOG_FILES = /design/flow/design.v
export SDC_FILE = /design/flow/constraint.sdc
export NUM_CORES = 4
export LEC_CHECK = 1
export CORE_UTILIZATION = 40
```
`design/flow/constraint.sdc`:
```
current_design eb15

set clk_period 4.7
set clk_io_pct 0.2

create_clock -name clk0 -period $clk_period [get_ports {clk}]

set non_clock_inputs [all_inputs -no_clocks]
set_input_delay [expr $clk_period * $clk_io_pct] -clock clk0 $non_clock_inputs
set_output_delay [expr $clk_period * $clk_io_pct] -clock clk0 [all_outputs]
```
`design/flow/design.v`:
```
module eb15 #(DWIDTH=32)
   (input wire[DWIDTH-1:0] t_data,
    input wire                t_valid,
    output wire               t_ready,
    output logic [DWIDTH-1:0] i_data,
    output logic              i_valid,
    input wire                i_ready,
    input                     clk, rstf
    );
   localparam S0 = 5'b1_0_10_0;
   localparam S1 = 5'b1_1_01_0;
   localparam S2 = 5'b0_1_00_0;
   localparam S3 = 5'b1_1_10_1;
   localparam S4 = 5'b0_1_00_1;
   logic                      en0, en1, sel;
   logic [4:0]                q_state, n_state;
   always_comb begin
      casez({q_state, t_valid, i_ready})
        {S0, 2'b1?} : n_state = S1;
        {S1, 2'b01} : n_state = S0;
        {S1, 2'b10} : n_state = S2;
        {S1, 2'b11} : n_state = S3;
        {S2, 2'b?1} : n_state = S3;
        {S3, 2'b01} : n_state = S0;
        {S3, 2'b10} : n_state = S4;
        {S3, 2'b11} : n_state = S1;
        {S4, 2'b?1} : n_state = S1;
        default: n_state = q_state;
      endcase  
   end  
   assign t_ready = q_state[4];
   assign i_valid = q_state[3];
   assign en0 = q_state[2] & t_valid;
   assign en1 = q_state[1] & t_valid;
   assign sel = q_state[0];
   logic[DWIDTH-1:0] data_r0, data_r1;
   assign i_data = sel ? data_r1 : data_r0;
   always @(posedge clk or negedge rstf) begin
      if(~rstf) begin
         data_r0 <= 0;
         data_r1 <= 0;
         q_state <= S0;
      end
      else begin
         q_state <= n_state;
         if(en0)
           data_r0 <= t_data;
         if(en1)
           data_r1 <= t_data;
      end  
   end
endmodule
```
==> results_slide.txt <==
Implementation Results

Run status
  – Status: finished clean

Final timing
  – Maximum clock frequency: 0.343 GHz
  – Max-slew headroom: 50.3%
  – Final setup TNS: 0 ns
  – Worst setup margin: 1.79 ns
  – Finish-stage setup viols: 0
  – Min cycle time layout: 2.91 ns
  – RSZ-0062 raised after global routing: no
  – Period utilisation layout: between 60% and 70%
  – Fin. Hold Viols: 0
  – Final hold slack: 0.502 ns
  – Tightest Pin Transition: 0.746 ns
  – Fin Clk Skew: between 0.007 and 0.008 ns
  – Max Slew Vio Count: 0

GRT
  – First-pass GRT wire length: 10.1 mm
  – Total gr overflow: 0
  – Antenna violations before repair: 0
  – Pin count of the biggest net entering global routing: between 40 and 50
  – Vias in the first global route: 2,058
  – GRT Overall Usage: 15.9%

Pwr
  – Overall power: 1.52 mW
  – Power Density: roughly 360 nW/µm²
  – Max IR drop VDD: 0.203 mV
  – Leakage: 1.70 nW

CTS
  – H-tree Lvls: 3
  – Clock-pin transition on the worst setup and hold timing paths: approximately 0.08 ns
  – Clock Latency Late Sink: around 0.33 ns
  – Hold buffer count at CTS: 0
  – Clock Path Buffers: 2
  – Sink Count: 69
  – CTS tree: yes
  – Num CTS Buffers: 9
  – Post-CTS Resized: 0
  – Clock root cell: clkbuf_8
  – Post-CTS setup buffers: 0

Logic synthesis
  – Post-synth EDFFs: 0
  – YS chip area: 3140 µm²
  – Cells after Synth: 215
  – FF+latch count, synth: 69
  – Yosys cell types: 29
  – Sequential-to-total area share from yosys stat: 55.0%
  – Mean post-synth cell area: 14.6 µm²
  – Synth Warn #: 1
  – Cells in synth_stat.txt: 215
  – Post-synth ARST share: ~100%
  – Synth Flop Type: dfrtp_1
  – Cell area after synthesis: about 3100 µm²

Place
  – Post-placement worst setup slack: 1.90 ns
  – Post-DP HPWL: 3.74 mm
  – Placed Cells: 374
  – IO buf count: 69
  – Routability cong.: between 0.8 and 0.9
  – Dpl cell area: 3910 µm²

Floorplan
  – Core ar.: 7410 µm²
  – Ports: 70
  – Die Wd: 90.6 µm
  – FP Rows: 31
  – Die Area: 8210 µm²
  – Fp_density: 42.4%
  – Die H: about 91 µm

Worst setup path
  – Crit path buf inv count: 2
  – Largest stage delay on the critical path: 0.46 ns
  – Critical Path Source Type: register
  – CP Capture Type: output pin
  – CP max-delay cell: buf_4
  – Worst r2r src: q_state[0]$_DFFE_PN0P_
  – WP data required: 3.76 ns
  – R2R Setup Slk: about 2.8 ns
  – RR Endpoint: q_state[3]$_DFFE_PN0P_
  – Worst EP arrival: 1.97 ns
  – Crit path max fanout: 41
  – CP top delay family: buffers and inverters
  – CP Class: reg -> out
  – CP cell instances: buf_4, mux2_2, clkdlybuf4s50_1
  – Worst R2R Path Depth: 5

Hold path
  – Min-Delay Path Class: reg -> reg
  – WHS Endpoint: data_r1[27]$_DFFE_PN0P_
  – Min-delay src: data_r1[27]$_DFFE_PN0P_
  – Hold Path Cell Cnt: 1

Route
  – Via/cell ratio: approximately 5.1
  – DR WL/cell: 15.4 µm
  – Detailed-route via count: 1,983
  – Router iterations before antenna repair: 4
  – Initial drt markers: about 41
  – Diodes inserted: 0
  – Residual DRC: 0
  – Routed WL: 6.02 mm
  – Routed Antenna Nets: 0

Cells and area
  – Final Instance Area: roughly 4200 µm²
  – Syn-to-layout area delta: 33.3%
  – Share of cells above drive strength 1: 43.3%
  – Post-layout util: 56.5%
  – Fin cells: 390

Flow run
  – Tool warnings: 25
  – Max cap viols: 0
[sequential cells by signal (all words and copies together) (netlist names)]
signal,cells
q_state,5
data_r1,32
data_r0,32
[worst max path at each step]
stage         depth (start not counted)                    from  slack (ns)         end
CTS                                   3  q_state[0]$_DFFE_PN0P_        1.74   i_data[5]
finish                                3  q_state[0]$_DFFE_PN0P_        1.79   i_data[5]
global route                          3  q_state[0]$_DFFE_PN0P_        1.68  i_data[12]
[per-layer routing]
| layer | track usage, % | vias up | share of wire, % |
|---|---|---|---|
| met5 | 0 | - | 0 |
| met4 | 2.69 | 0 | 0.83 |
| met3 | 3.50 | 4 | 3.9 |
| met2 | 25.4 | 41 | 48 |
| met1 | 23.8 | 1012 | 47 |
| li1 | - | 926 | - |
[cells in the final DEF, fill, tap and decap left out, drive strengths merged]
master,synthesis,final
inv,4,5
dfstp,2,2
buf,13,5
nand3,4,4
a2111oi,1,1
nand2b,2,2
and3b,1,1
o211ai,1,1
bufinv,0,4
o22ai,1,1
xnor2,1,1
a41oi,3,3
o2111ai,1,1
nor4b,1,1
nand4bb,1,1
nor3b,1,1
mux2,96,96
a21bo,1,1
clkbuf,0,11
or4b,1,1
nand2,4,4
a211o,1,1
or2,1,1
and2,1,1
clkdlybuf4s50,0,68
nor2,2,2
a32o,1,1
dfrtp,67,67
o21ai,3,3
[synth_stat cells, drive strengths merged, types with 2 or more instances]
cell type  instances  share of area (%)
nand3              4               0.64
mux2              96                 34
dfrtp             67                 53
a41oi              3               0.84
nor2               2               0.24
nand2              4               0.48
buf               13                2.3
dfstp              2                1.7
inv                4               0.48
o21ai              3               0.48
nand2b             2               0.40
[cells by family after synthesis]
family                    after synthesis  synth area share, %
DFF                                    69                 55.0
muxes                                  96                 34.4
AOI/OAI and AO/OA                      13                 3.66
buffers and inverters                  17                 2.83
and+or+nand+nor                        19                 3.78
xor gates and xnor gates                1                0.279
[layout make-up]
type	instances	area (µm²)
clock buffer	11	151
clock inverter	5	129
fill	631	3220
inverter	4	15.0
multi-input combinational	129	1320
sequential	69	1730
tap	99	124
timing repair buffer	73	716
[report_power, final]
| part | leakage, nW | switching, mW | internal [mW] |
|---|---|---|---|
| Clock | 0.140 | 0.217 | 0.437 |
| Combinational | 0.758 | 0.0559 | 0.138 |
| Sequential | 0.804 | 0.0238 | 0.649 |
Power figures rest on the tool's default switching activity, not on a simulated workload.
